<file path="/design/flow/run.sh">
#!/bin/bash
# OpenROAD 26Q1-2900-gdf79404cd8, Yosys 0.63+post, stock flow scripts
make -C /OpenROAD-flow-scripts/flow DESIGN_CONFIG=/design/flow/config.mk WORK_HOME=/design/flow/orfs finish
</file>
<file path="/design/flow/config.mk">
export PLATFORM = sky130hd
export DESIGN_NAME = IOT_Bridge
export DESIGN_NICKNAME = IOT_Bridge
export VERILOG_FILES = /design/flow/design.v
export SDC_FILE = /design/flow/constraint.sdc
export NUM_CORES = 4
export LEC_CHECK = 1
export CORE_UTILIZATION = 40
</file>
<file path="/design/flow/constraint.sdc">
current_design IOT_Bridge

set clk_period 4.7
set clk_io_pct 0.2

create_clock -name clk0 -period $clk_period [get_ports {clock}]
create_clock -name clk1 -period $clk_period [get_ports {sw}]

set non_clock_inputs [all_inputs -no_clocks]
set_input_delay [expr $clk_period * $clk_io_pct] -clock clk0 $non_clock_inputs
set_output_delay [expr $clk_period * $clk_io_pct] -clock clk0 [all_outputs]
</file>
<file path="/design/flow/design.v">
module BIN2BCD(
        input [15:0] binary,
        output reg [3:0] BCD3,
        output reg [3:0] BCD2,
        output reg [3:0] BCD1,
        output reg [3:0] BCD0
        );
        integer i;
        always@(binary)
        begin
                BCD3 = 4'd0;
                BCD2 = 4'd0;
                BCD1 = 4'd0;
                BCD0 = 4'd0;
                for (i=14; i>=0; i=i-1)
                begin
                        if (BCD3>=4'd5)
                                BCD3 = BCD3 + 4'd3;
                        if (BCD2>=4'd5)
                                BCD2 = BCD2 + 4'd3;
                        if (BCD1>=4'd5)
                                BCD1 = BCD1 + 4'd3;
                        if (BCD0>=4'd5)
                                BCD0 = BCD0 + 4'd3;
                        BCD3 = BCD3 << 1;
                        BCD3[0] = BCD2[3];
                        BCD2 = BCD2 << 1;
                        BCD2[0] = BCD1[3];
                        BCD1 = BCD1 << 1;
                        BCD1[0] = BCD0[3];
                        BCD0 = BCD0 << 1;
                        BCD0[0] = binary[i];
                end
        end
endmodule
module CLK_1KHZ(
                input clk_in,
                output reg clk_out
        );
        reg [14:0] clk_count;
        initial
        begin
                clk_count = 0;
                clk_out = 0;
        end 
        always @ (posedge clk_in)
        begin
                clk_count = clk_count + 1'b1;
                if(clk_count==25000)  
                begin
                        clk_count = 0; 
                        clk_out = ~clk_out;
                end
        end
endmodule
module CLK_1MHZ(
                input clk_in,
                output reg clk_out
        );
        reg [4:0] clk_count;
        initial
        begin
                clk_count = 0;
                clk_out = 0;
        end 
        always @ (posedge clk_in)
        begin
                clk_count = clk_count + 1'b1;
                if(clk_count==25)  
                begin
                        clk_count = 0; 
                        clk_out = ~clk_out;
                end
        end
endmodule
module IOT_Bridge(
                output [7:0] seg, 
                output [3:0] dig,
                output reg [3:0] led,
                input clock,
                input [3:0] sw,
                inout dht22_sda
        );
        wire ck1Mhz;
        wire ck1KHz;    
        CLK_1MHZ  clk_1MHz(clock, ck1Mhz);
        CLK_1KHZ  clk_1KHz(clock, ck1Khz);
   wire [3:0] D3;
   wire [3:0] D2;
   wire [3:0] D1;
   wire [3:0] D0;
   wire [15:0] number;   
   BIN2BCD bin2bcd(number, D3, D2, D1, D0);
   Seg7    seg7(seg, dig, ck1Khz, D3, D2, D1, D0);   
        reg dht22_reset;
        reg dht22_get;
        reg dht22_select;  
        wire  [39:0] dht22_data;
        DHT22 dht22(ck1Mhz, dht22_reset, dht22_get, dht22_sda, dht22_data);
        assign number[15:0] = dht22_select ? dht22_data[39:24]:dht22_data[23:8];
        reg [9:0] clock_counter;
        initial
        begin
                dht22_reset = 0;
                dht22_get = 1;
                dht22_select = 1;
                clock_counter = 0;
                led[3:0]= 4'b1111;  
        end         
        always @ (posedge sw[0])
        begin      
                dht22_select = ~dht22_select;               
        end
        always @ (posedge ck1Khz)
        begin                              
                if (dht22_reset==0)
                        begin
                                dht22_reset = 1;
                                dht22_get = 0;  
                        end
                led[3] = dht22_get;
                clock_counter = clock_counter + 1'b1;
                if(clock_counter==10'd1000)
                        begin
                                clock_counter = 0; 
                                dht22_reset = 0;
                        end
                if(clock_counter==10'd10) 
                        begin                      
                                dht22_get = 1;  
                        end                 
        end                 
endmodule
module Seg7(
        output reg      [7:0] seg,
        output reg      [3:0] dig,
        input               clk,
        input [3:0] D3,
        input [3:0] D2,
        input [3:0] D1,
        input [3:0] D0
        );     
        reg [3:0] disp_dat;
        initial
        begin
                dig= 4'b1110;
        end 
        always @ (posedge clk)
        begin
                dig = {dig[2:0],dig[3]};
                case (dig)
                        4'b1110 : disp_dat = D0;
                        4'b1101 : disp_dat = D1;
                        4'b1011 : disp_dat = D2;
                        4'b0111 : disp_dat = D3;
                        default : disp_dat = 4'hf;
                endcase
        end 
        always @ (disp_dat)
        begin
                case (disp_dat)
                        4'h0 : seg = 8'hc0;  
                        4'h1 : seg = 8'hf9;  
                        4'h2 : seg = 8'ha4;  
                        4'h3 : seg = 8'hb0;  
                        4'h4 : seg = 8'h99;  
                        4'h5 : seg = 8'h92;  
                        4'h6 : seg = 8'h82;  
                        4'h7 : seg = 8'hf8;  
                        4'h8 : seg = 8'h80;  
                        4'h9 : seg = 8'h90;  
                        4'ha : seg = 8'h88;  
                        4'hb : seg = 8'h83;  
                        4'hc : seg = 8'hc6;  
                        4'hd : seg = 8'ha1;  
                        4'he : seg = 8'h86;  
                        4'hf : seg = 8'h8e;  
                endcase
        end  
endmodule
module DHT22(clk, reset, get, sda, data);
input wire clk;
input wire reset;
input wire get;
inout sda;
output reg [39:0] data;
reg lastSda	= 0;
reg wdata 	= 0;
reg rw		= 1;
reg [9:0] address;
reg [3:0] state;
reg [9:0] count;
reg [3:0] trace;
reg [9:0] countTrace;
localparam STATE_IDLE 				= 0;
localparam STATE_START				= 1;
localparam STATE_RELEASE 			= 2;
localparam STATE_RESPONSE_LOW 	= 3;
localparam STATE_RESPONSE_HIGH 	= 4;
localparam STATE_DATA_LOW			= 5;
localparam STATE_DATA_HIGH			= 6;
localparam STATE_STOP  				= 7;
localparam STATE_HALT 				= 8;
localparam DELAY_HALT 				= 2;
assign sda = (rw)? 1'bz : wdata;
always@(posedge clk)
begin
	if (!reset)
		begin
			state <= STATE_IDLE;
			rw		<= 1;
			count <= 10'd0;
			address <= 10'd39;
			data <= 40'd0;
			lastSda	<= 0;
		end
	else
		begin
			case (state) 
				STATE_IDLE : begin  
					if (!get) 
						state <= STATE_START;
					else
						state <= STATE_IDLE;
					rw		<= 1;
					count	<= 10'd0;
					address <= 10'd39;
				end
				STATE_START : begin  
					if (count == 1000)  
						begin
							state <= STATE_RELEASE;
							count <= 10'd0;
						end
					else
						begin
							state <= STATE_START;
							count <= count + 10'd1;
						end
					wdata <= 0;
					rw		<= 0;
				end
				STATE_RELEASE : begin  
					if (count == 30)  
						begin
							state <= STATE_RESPONSE_LOW;
							count <= 10'd0;
							rw		<= 1;
						end
					else
						begin
							state <= STATE_RELEASE;
							count <= count + 10'd1;
							rw		<= 0;
						end
					wdata <= 1;
				end
				STATE_RESPONSE_LOW : begin  
					if (trace != STATE_HALT ) 
						begin
							if (count == 40)	 
								begin
									if (sda && !lastSda) 
										begin
											state <= STATE_RESPONSE_HIGH;
											count <= 10'd0;
										end								
									else
										begin
											state <= STATE_RESPONSE_LOW;							
										end
								end
							else
								begin
									count <= count + 10'd1;
								end	
							rw			<= 1;	
							lastSda	<= sda;
						end
					else
						begin
							state <= STATE_IDLE;
						end
				end
				STATE_RESPONSE_HIGH : begin  
					if (trace != STATE_HALT ) 
						begin
							if (count == 40)	 
								begin
									if (!sda && lastSda) 
										begin
											state <= STATE_DATA_LOW;
											count <= 10'd0;
										end								
									else
										begin
											state <= STATE_RESPONSE_HIGH;							
										end
								end
							else
								begin
									count <= count + 10'd1;
								end	
							rw			<= 1;	
							lastSda	<= sda;
						end
					else
						begin
							state <= STATE_IDLE;
						end
				end
				STATE_DATA_LOW : begin  
					if (trace != STATE_HALT ) 
						begin
							if (sda) 
								begin
									state <= STATE_DATA_HIGH;
								end
							else
								begin
									state <= STATE_DATA_LOW;
								end
							rw		<= 1;	
						end
					else
						begin
							state <= STATE_IDLE;
						end	
				end
				STATE_DATA_HIGH : begin  
					if (trace != STATE_HALT ) 
						begin
							if (sda) 
								begin
									count <= count + 10'd1;
									state <= STATE_DATA_HIGH;
								end
							else
								begin
									if (count < 30) 
										begin
											data[address] <= 1'b0;
										end
									else
										begin
											data[address] <= 1'b1;
										end
									if (address)
										begin
											address <= address - 10'd1;
											state <= STATE_DATA_LOW;
											count <= 10'd0;
										end
									else
										begin
											address <= 10'd39;
											state <= STATE_STOP;
										end
								end
							rw		<= 1;	
						end
					else
						begin
							state <= STATE_IDLE;
						end
				end
				STATE_STOP : begin  
					if (trace != STATE_HALT ) 
					begin
						if (sda) 
							begin
								state <= STATE_IDLE;
							end
						else
							begin
								state <= STATE_STOP;
							end
						rw		<= 1;	
						end
					else
					 begin
						state <= STATE_IDLE;
					 end
				end
			endcase
		end
end
always@(posedge clk)
begin
	if (!reset)
		begin
			trace <= STATE_IDLE;
			countTrace	<= 10'd0;
		end
	else
		begin		
			case (trace) 
				STATE_IDLE, STATE_START,STATE_RELEASE : begin  
						trace <= state;
						countTrace	<= 10'd0;					
				end				
				STATE_RESPONSE_LOW,STATE_RESPONSE_HIGH,STATE_DATA_LOW,STATE_DATA_HIGH,STATE_STOP : begin  
					if (state == trace)
						if (countTrace > 85 )  
							begin
								trace <= STATE_HALT;
								countTrace	<= 10'd0;
							end
						else
							begin				
								countTrace <= countTrace + 10'd1;
							end
					else
						begin
							trace <= state;
							countTrace	<= 10'd0;
						end
				end
				STATE_HALT : begin  
					if (countTrace == DELAY_HALT)
						begin
							trace <= STATE_IDLE;
							countTrace	<= 10'd0;					
						end
					else
						begin
							countTrace <= countTrace + 10'd1;
						end
				end
			endcase
		end		
end
endmodule
</file>
==> impl_metrics.ini <==
; yosys + openroad results
[floorplanning]
fp_util = 0.4078
row_count = 58
die_y_um = 162.0
chipWidth_um = 162.0
ios = 22

[clock_network]
cts.htree.levels = 1
cts_root_buf = clkbuf_16
clk_path_buf_depth = 2
cts_made_buffers = 3
cts_setup_buffers = 0
cts-resized-gates = 0
ctsHoldBuffers = 0

[yosys]
postSynth.asyncResetShare = 0
top_cells_by_count = nor2_1, dfxtp_1, nand2_1
top_area_frac = 0.2209
top_area_cell = dfxtp_1
syn_area_per_cell_um2 = 7.756
syn_area_um2 = 10240
synth_seq_share = 0.2297
edf_count = 3
yosys_area_um2 = 10240
synth_flops = 116
ff_type = dfxtp_1
topCellsByArea = dfxtp_1, ha_1, nor2_1, mux2i_1, a21oi_1
synthCells = 1320
yosys_warnings = 8
top_cell = nor2_1
ys_cells = 1320
synth_cell_type_count = 113

[placement]
post-dp-hpwl_mm = 16.03
placed_area_um2 = 10630
post-place-cells = 1629
dpl_worst_slack_ns = 2.032
port_buffers = 12
gp_congestion = 0.8649

[outcome]
stop_stage = clock tree synthesis (4_1_cts)
toolErrorMsg = [error] [KeplerFormal.cpp:679] Workflow failed: Iso has multiple drivers: .dht22_sda0, dht22_sda$_DFFE_PP_.Q0
status = aborted with a tool error

[sta]
unclocked_pins = 93
untimed_endpoints = 107
-- kinds of logic after synthesis --
group,after synthesis,share of synthesized area
and+or+nand+nor,517,0.2522
AOI/OAI and AO/OA,362,0.2558
buffers and inverters,123,0.04925
DFF,116,0.2297
xor gates and xnor gates,70,0.06269
muxes,69,0.07418
adders and majority gates,62,0.07577
other,1,0.0003663
-- through the flow --
step                total power (uW)  hold WS, ns
floorplan                      204.0       0.4404
global placement               201.7       0.4572
detailed placement             201.7       0.4661
Power and IR drop assume default switching activity.
